==> design/flow/run.sh <==
#!/bin/bash
# OpenROAD 26Q1-2900-gdf79404cd8, Yosys 0.63+post, stock flow scripts
make -C /OpenROAD-flow-scripts/flow DESIGN_CONFIG=/design/flow/config.mk WORK_HOME=/design/flow/orfs finish
==> design/flow/config.mk <==
export PLATFORM = sky130hd
export DESIGN_NAME = fifo_mem
export DESIGN_NICKNAME = fifo_mem
export VERILOG_FILES = /design/flow/design.v
export SDC_FILE = /design/flow/constraint.sdc
export NUM_CORES = 4
export LEC_CHECK = 1
export CORE_UTILIZATION = 30
==> design/flow/constraint.sdc <==
current_design fifo_mem

set clk_period 1.5
set clk_io_pct 0.2

create_clock -name clk0 -period $clk_period [get_ports {rd_clk}]
create_clock -name clk1 -period $clk_period [get_ports {wr_clk}]

set non_clock_inputs [all_inputs -no_clocks]
set_input_delay [expr $clk_period * $clk_io_pct] -clock clk0 $non_clock_inputs
set_output_delay [expr $clk_period * $clk_io_pct] -clock clk0 [all_outputs]
==> design/flow/design.v <==
package fifo_pkg;
    parameter int DATA_WIDTH =8;
    parameter int ADDR_WIDTH = 3;
    parameter int DEPTH = 1 << ADDR_WIDTH;  
endpackage
module fifo_mem #(
  parameter ADDR_WIDTH = fifo_pkg :: ADDR_WIDTH,
  parameter DATA_WIDTH = fifo_pkg :: DATA_WIDTH
)(
    input logic wr_clk,
    input logic wr_en,
    input logic [ADDR_WIDTH-1:0]wr_addr,
    input logic [DATA_WIDTH-1:0]wr_data,
    input logic rd_clk,
    input logic [ADDR_WIDTH-1:0]rd_addr,
    output logic [DATA_WIDTH-1:0]rd_data
);
logic [DATA_WIDTH-1:0] mem [0:(1<<ADDR_WIDTH)-1];
always_ff @ (posedge wr_clk) begin
    if (wr_en) begin
        mem[wr_addr] <= wr_data;
    end
end
always_ff @ (posedge rd_clk) begin
    rd_data <= mem[rd_addr];
end
endmodule
==> design notes <==
The flow ran to the end, and the final reports show no timing, DRC or antenna violations. The floorplan step defined a die boundary enclosing 0.00935 mm². The tools report the count of yosys warnings during synthesis as 1.

At the floorplan stage, the core utilization is reported as 30.9%. The pin slew with the least headroom to its limit works out to 0.244 ns. Yosys stat chip area: 0.00269 mm².

The worst min-delay path category was input port to register. The endpoint arrival time on the critical path was 1.57 ns. Max-cap violations in this run came to 0. The final max-slew violation count recorded for this run is 0. After detailed placement, the total cell area comes to 0.00313 mm². Initial antenna violation count: 0. The run gives 17 as the largest net degree at the start of global routing. The detailed router reported a total wirelength of 4790 µm. The final worst slack was 0.0488 ns; the DRC violation count after routing was 0. The end-of-flow timing check tallies setup violations at 0. The cell area that synthesis handed to floorplanning was 0.00269 mm². The logs give 1266 for the overall via count from detail_route and 77.4% for the share of synthesized area occupied by flip-flops and latches.

The pre-antenna-repair detailed-routing pass consisted of 4 iterations. The run gives 23.6 µm² for the per-instance average area after synthesis. The run gives 114 for the post-synthesis cell count from yosys. In this run the remaining antenna-violating nets after routing total 0.

The logs give 14 for the distinct cell type count after synthesis and 566 µm² for the combinational cell area excluding buffers and inverters. The kind of end point of the critical path was a register. The relative max-transition margin was 83.7%. In the layout the commonest cells are sky130_fd_sc_hd__edfxtp_1, sky130_fd_sc_hd__clkdlybuf4s50_1, sky130_fd_sc_hd__mux4_1. The critical setup path kind was input port to register. Fill cells in the final layout number 739. The count of placed standard cells in the final layout, fillers left out is 271, and the count of standard-cell rows is 34.

The count of buffers from port buffering is 23, and the OpenROAD warning count is 26. The most numerous logic cell after layout was sky130_fd_sc_hd__edfxtp_1. The final hold violation count recorded for this run is 0. The all-layer global routing usage was 11.6%. Setup repair after global routing left no endpoint under its margin. For the area taken by flip-flops and latches, the log shows 0.00208 mm². After floorplanning, the core was sized to cover 0.00872 mm². The logs give 114 for the post-synthesis cell count and 507 µV for the highest ir drop seen on vdd.

The detailed placer reported the number of placed instances as 251. In the final layout, the share of cells above drive strength 1 is 25.2%. The category of the worst setup path launch point was an input port. The floorplan report gives the top-level pin count as 25. The run gives 1398 as the via count of the first global-routing pass.

The flip-flop and latch count after synthesis came out at 72. The biggest area contributor in the post-synthesis netlist is sky130_fd_sc_hd__edfxtp_1. TritonCTS built the clock tree. For the setup TNS after final layout, the log shows 0 ns. The clock drives 72 sinks.

The required time at the worst endpoint is listed as 1.62 ns. In this run the register-to-register setup slack is 0.13 ns. In the post-synthesis netlist, the biggest area contributors are sky130_fd_sc_hd__edfxtp_1, sky130_fd_sc_hd__mux4_1, sky130_fd_sc_hd__dfxtp_1. The summed area of non-filler cells in the final layout is 0.00340 mm². The routed design shows a wire length per standard cell of 17.7 µm.

Dividing total power by cell area gives a power density of 1250 mW/mm². The power report puts the leakage power at 1.16 nW. The run gives -0.463 ns as the setup slack after placement. The first global-routing pass estimated 7380 µm of wire. Between the synthesized netlist and the finished layout, the area growth was recorded as 26.3%. The routed design ends up with an antenna cell count of 0. The chip width was 96.7 µm. With the clock-pin slew reported for the worst setup and hold paths after clock tree synthesis at 0.07 ns, the initial detailed-routing violation count is 82. The fraction of synthesized cell area taken by the top area cell type is 71.4%. The placer congestion estimate was 0.707. According to the floorplan report, the die height is 96.7 µm. Using the TritonRoute via totals, the vias-per-cell ratio works out to 4.67. With the largest fanout of any net on the critical path at 8, the total congestion overflow is 0.
## repair_timing
item / 4_1_cts / 5_1_grt
setup buffers: 0 / 0
hold endpoints to repair: 0 / 0
setup endpoints to repair: 8 / 0
resized: 4 / 0
hold buffers: 0 / 0
## cell families (layout without fill, tap and decap cells)
family                 after synthesis  in the layout  share of synthesized area, %
flip-flops                          72             72                          77.4
buffers and inverters                5             54                          1.63
multiplexers                        24             24                          18.8
AND/OR/NAND/NOR                     13             13                          2.19
## worst max-delay path, cell delays in order
cell                              delay [ns]
sky130_fd_sc_hd__clkdlybuf4s15_2        0.26
sky130_fd_sc_hd__buf_12                 0.16
sky130_fd_sc_hd__mux4_1                 0.57
sky130_fd_sc_hd__mux2_2                 0.28
## path summary, 6_finish.rpt
| check | end | from | cells past startpoint |
|---|---|---|---|
| max | rd_data[7]$_DFF_P_ | rd_addr[0] | 4 |
| min | mem[3][0]$_DFFE_PP_ | wr_data[0] | 1 |
| max reg2reg | rd_data[7]$_DFF_P_ | mem[3][7]$_DFFE_PP_ | 2 |
| min reg2reg | rd_data[2]$_DFF_P_ | mem[5][2]$_DFFE_PP_ | 2 |
| max in group clk1 | mem[0][4]$_DFFE_PP_ | wr_addr[2] | 4 |
| min in group clk0 | rd_data[2]$_DFF_P_ | mem[5][2]$_DFFE_PP_ | 2 |
## power by group
group	switching [mW]	internal [mW]
clock	0.738	0.941
sequential	0.0178	2.26
combinational	0.104	0.172
## state kept, by name (all words and copies together) (netlist names)
register  cells
mem          64
rd_data       8
## per-layer routing
layer	wire (µm)	vias up	GRT usage [%]	part of all wire, %
met5	0	-	0	0
met4	61	0	1.72	1.3
met3	862	6	12.0	18
met2	2250	99	16.4	47
met1	1620	594	12.3	34
li1	-	567	-	-
## synth_stat cells
master / n
sky130_fd_sc_hd__buf_1: 1
sky130_fd_sc_hd__buf_6: 1
sky130_fd_sc_hd__buf_12: 1
sky130_fd_sc_hd__mux4_1: 15
sky130_fd_sc_hd__dfxtp_1: 8
sky130_fd_sc_hd__nand2_1: 2
sky130_fd_sc_hd__nand2b_1: 3
sky130_fd_sc_hd__clkbuf_1: 1
sky130_fd_sc_hd__nor2_1: 6
sky130_fd_sc_hd__mux2_2: 8
sky130_fd_sc_hd__mux4_2: 1
sky130_fd_sc_hd__buf_2: 1
sky130_fd_sc_hd__edfxtp_1: 64
sky130_fd_sc_hd__nor3_1: 2
## layout make-up
type,count,share of cell area [%]
Clock buffer,12,4.86
Tap cell,108,3.97
Clock inverter,7,2.13
Multi-Input combinational cell,37,16.6
Sequential cell,72,61.2
Timing Repair Buffer,35,11.2
## per-stage QoR
stage,power (mW),utilization (%),hold WS [ns]
final,4.24,39.0,0.705
after global routing,4.41,39.0,0.704
after CTS,4.30,39.0,0.690
after detailed placement,2.59,35.9,0.660
after global placement,2.58,35.9,0.648
after floorplan,2.43,-,0.399
Power figures rest on the tool's default switching activity, not on a simulated workload.
