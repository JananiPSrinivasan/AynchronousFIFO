<file path="./design.v">
package fifo_pkg;
    parameter int DATA_WIDTH =8;
    parameter int ADDR_WIDTH = 3;
    parameter int DEPTH = 1 << ADDR_WIDTH;  
endpackage
module fifo_write_ctrl #(parameter ADDR_WIDTH = fifo_pkg::ADDR_WIDTH )(
    input logic clk,
    input logic rst_n,  
    input logic wr_en, 
    input logic [ADDR_WIDTH:0] rd_ptr_sync,  
    output logic full,
    output logic [ADDR_WIDTH:0] wr_gray_ptr,  
    output logic [ADDR_WIDTH-1:0] wr_addr  
);
logic [ADDR_WIDTH:0] wr_bin_ptr;  
always_ff @ (posedge clk or negedge rst_n) begin
    if (!rst_n) begin  
        wr_bin_ptr <= '0;  
    end
    else if (wr_en && !full) begin  
        wr_bin_ptr <= wr_bin_ptr+1;  
    end
end 
assign wr_gray_ptr = wr_bin_ptr ^ (wr_bin_ptr>>1);
assign wr_addr = wr_bin_ptr[ADDR_WIDTH-1:0];
assign full = (wr_gray_ptr == {~rd_ptr_sync[ADDR_WIDTH:ADDR_WIDTH-1], rd_ptr_sync[ADDR_WIDTH-2:0]});
endmodule
</file>
<file path="./run.sh">
#!/bin/bash
# OpenROAD 26Q1-2900-gdf79404cd8, Yosys 0.63+post, stock flow scripts
make -C /OpenROAD-flow-scripts/flow DESIGN_CONFIG=/design/flow/config.mk WORK_HOME=/design/flow/orfs finish
</file>
<file path="./config.mk">
export PLATFORM = sky130hd
export DESIGN_NAME = fifo_write_ctrl
export DESIGN_NICKNAME = fifo_write_ctrl
export VERILOG_FILES = /design/flow/design.v
export SDC_FILE = /design/flow/constraint.sdc
export NUM_CORES = 4
export LEC_CHECK = 1
export CORE_AREA = 10 10 70 70
export DIE_AREA = 0 0 80 80
</file>
<file path="./constraint.sdc">
current_design fifo_write_ctrl

set clk_period 3.0
set clk_io_pct 0.2

create_clock -name clk0 -period $clk_period [get_ports {clk}]

set non_clock_inputs [all_inputs -no_clocks]
set_input_delay [expr $clk_period * $clk_io_pct] -clock clk0 $non_clock_inputs
set_output_delay [expr $clk_period * $clk_io_pct] -clock clk0 [all_outputs]
</file>
==> Slide: Implementation Results <==
Synthesis and Place & Route Summary

Status
  – Status: complete, no violations

Clocking
  – Clock transition at path regs: 0.03 ns
  – CTS buffer count: 3
  – Buffer depth of the longest clock path: 2
  – Post_cts resized: 0
  – CTS H-tree lvls: 1
  – Clock sink count: 4
  – Clock Tree Root: clkbuf_4
  – CTS Hold Bufs: 0
  – TritonCTS clock tree: done
  – Insertion Delay late pin: 0.23 ns
  – Setup Buffers After CTS: 0

Yosys
  – Top-area cell share: 36.70%
  – Yosys warning tally: 1
  – Seq cells post-synth: 4
  – Register share after synthesis: 36.70%
  – Post-synth EDFFs: 0
  – Leading area contributor after synthesis: dfrtp_1
  – Main flop type: dfrtp_1
  – Most common cell in the netlist: xnor2_1
  – Cells after Synth: 24
  – Synth cell types: 14
  – Dominant cells by area after synthesis: dfrtp_1 (37%), xnor2_1 (16%), ha_1 (9.2%)
  – Post-synth area from yosys stat: 272.8 µm²
  – Mapped Area: 272.8 µm²
  – Synth top cells by count: xnor2_1 (5), dfrtp_1 (4), ha_1 (2), nand2_1 (2), nor2_1 (2)
  – Async S/R FF share, synth: 100.0%
  – Number of standard cells reported by yosys: 24
  – Avg Cell Area, Syn: 11.37 µm²

Worst setup path
  – Crit-path cells: clkdlybuf4s50_1 -> xnor2_1 -> nand3_2 -> nor2_1 -> clkdlybuf4s50_1
  – Crit path launch: rd_ptr_sync[1]
  – Crit path capture type: output port
  – CP Class: input pin to output port
  – CP dominant cell by count: clkdlybuf4s50_1
  – Critical Path RT: 2.40 ns
  – FF-to-FF Start: wr_bin_ptr[2]
  – WP data arrival: 1.96 ns
  – Worst R2R End: wr_bin_ptr[1]
  – Worst path max stage delay: 0.48 ns
  – R2R depth: 5
  – Slowest-stage cell, CP: clkdlybuf4s50_1
  – Crit-path max FO: 5
  – FF-to-FF setup slack: 1.21 ns
  – Crit path launch type: input pin

Final timing
  – Setup Viol. Count Final: 0
  – Final slew viol count: 0
  – Setup TNS: 0 ns
  – Tcrit/Tclk final: 85.49%
  – Final setup skew: 0.002681 ns
  – Least-Margin Pin Slew: 0.3169 ns
  – Achievable Freq: 0.3899 GHz
  – Hold Violations, Final: 0
  – Crit path time final: 2.565 ns
  – Max_slew headroom: 78.72%
  – RSZ-0062 raised after global routing: no

Floorplanning
  – Core area: 0.003416 mm²
  – Die area: 0.006400 mm²
  – FP Rows: 21
  – Die Ht: 80 µm
  – Boundary Pins: 15
  – Die X: 80 µm
  – FP Util: 7.985%

Pwr
  – Sequential fraction of design power: 24.0%
  – Worst vdd ir: 0.2009 mV
  – Clock group share of total power: 12.3%
  – Gate power share: 63.7%
  – Internal: 0.0003573 W
  – Net Switching: 0.0001684 W
  – PwrDens: 1077 mW/mm²
  – Leak: 0.1792 nW
  – Switching share of power: 32.04%

Placed design
  – Placed cells: 83
  – Placer Congestion: 0.7570
  – Placed cell area: 465.4 µm²
  – Port Buffers: 14

Global routing
  – Global-route wire length before repair: 1186 µm
  – Largest net degree at the start of global routing: 7
  – Initial antenna violation count: 0
  – GRT Overall Usage: 2.390%
  – GRT Residual Overflow: 0
  – Vias in the first global route: 269

Drt
  – Diodes inserted: 0
  – Drt total wl: 808 µm
  – DR WL/cell: 9.395 µm
  – DR iter-0 viols: 20
  – Via density: 2.791
  – Drt drc: 0
  – First drt pass iteration count: 4
  – Vias post-DR: 240
  – Final ANT Viol Nets: 0

Layout
  – Layout cells sized above 1: 12.50%
  – Layout area overhead: 78.90%
  – Max reg flops: 4
  – Non-Filler Instances: 86
  – Fin area: 488.0 µm²
  – Largest registers: wr_bin_ptr: 4 flops
  – Biggest register: wr_bin_ptr

Hold path
  – Hold Path End: wr_bin_ptr[0]
  – Hold path startpoint: wr_bin_ptr[0]
  – Worst hold stages: 1
  – Type of the worst min-delay path: flop to flop

Run
  – Tool warnings: 25
  – Max Cap Violations: 0
## routing by layer
metal / track usage [%] / wire [µm] / vias to the layer above
met5: 0 / 0 / -
met4: 0.8803 / 27 / 0
met3: 1.705 / 120 / 2
met2: 3.612 / 327 / 14
met1: 2.540 / 332 / 107
li1: - / - / 117
## power by group through the flow
stage | registers, W | clock network [W] | logic [W]
6_report | 0.000126 | 0.0000646 | 0.000335
5_1_grt | 0.000132 | 0.0000715 | 0.000372
4_1_cts | 0.000128 | 0.0000679 | 0.000347
## final cells by class
class,count,area (µm²)
fill,391,2928
sequential,4,100.1
timing repair buffer,14,140.1
clock buffer,3,22.52
tap,46,57.56
multi-input combinational,19,167.7
## worst max-delay path: cells and delay by family
family	cells	cell delay (ns)
xor gates and xnor gates	1	0.14
buffers and inverters	2	0.96
and+or+nand+nor	2	0.27
## logic make-up after synthesis
kind of cell	Yosys count	share of synthesized area, %
adders and majority gates	2	9.173
AOI/OAI and AO/OA	3	9.177
muxes	1	4.128
buffers and inverters	1	1.833
xor gates and xnor gates	7	27.98
DFF	4	36.70
and+or+nand+nor	6	11.01
## how the worst max path moves through the flow
stage	slack [ns]	cells past startpoint	endpoint
6_report	0.44	5	full
4_1_cts	0.39	5	full
5_1_grt	0.32	5	full
## cell usage in the layout, fill, tap and decap left out
master,n
clkdlybuf4s50_1,14
xnor2_1,5
dfrtp_1,4
clkbuf_4,3
nor2_1,2
nand2_1,2
ha_1,2
xor2_1,1
xor3_1,1
nand3_2,1
o21ai_2,1
mux2_1,1
nand3_1,1
o311ai_0,1
o211ai_1,1
## stage by stage
stage	hold WS (ns)	utilization [%]	power, W	worst slack, ns
5_1_grt	0.5677	14.29	0.0005761	0.3221
6_report	0.5293	14.29	0.0005257	0.4353
2_1_floorplan	0.3044	-	0.0002790	1.337
3_3_place_gp	0.5267	13.63	0.0004686	0.4296
4_1_cts	0.5388	14.29	0.0005421	0.3942
3_5_place_dp	0.5320	13.63	0.0004712	0.4040
Power figures rest on the tool's default switching activity, not on a simulated workload.
